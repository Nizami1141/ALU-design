===== flow/config.mk =====
export PLATFORM = sky130hd
export DESIGN_NAME = bcd2sseg
export DESIGN_NICKNAME = bcd2sseg
export VERILOG_FILES = /design/flow/design.v
export SDC_FILE = /design/flow/constraint.sdc
export NUM_CORES = 4
export LEC_CHECK = 1
export CORE_AREA = 10 10 70 70
export DIE_AREA = 0 0 80 80

===== flow/constraint.sdc =====
current_design bcd2sseg

set clk_period 1.0
set clk_io_pct 0.2

create_clock -name clk0 -period $clk_period

set non_clock_inputs [all_inputs -no_clocks]
set_input_delay [expr $clk_period * $clk_io_pct] -clock clk0 $non_clock_inputs
set_output_delay [expr $clk_period * $clk_io_pct] -clock clk0 [all_outputs]

===== flow/design.v =====
module bcd2sseg(bcd, seg);
    input [3:0] bcd;       
    output reg [6:0] seg;  
    always @(*) begin
        case (bcd)
            4'b0000: seg = 7'b1000000;  
            4'b0001: seg = 7'b1111001;  
            4'b0010: seg = 7'b0100100;  
            4'b0011: seg = 7'b0110000;  
            4'b0100: seg = 7'b0011001;  
            4'b0101: seg = 7'b0010010;  
            4'b0110: seg = 7'b0000010;  
            4'b0111: seg = 7'b1111000;  
            4'b1000: seg = 7'b0000000;  
            4'b1001: seg = 7'b0010000;  
            default: seg = 7'b1111111;  
        endcase
    end
endmodule

===== flow/run.sh =====
#!/bin/bash
# OpenROAD 26Q1-2900-gdf79404cd8, Yosys 0.63+post, stock flow scripts
make -C /OpenROAD-flow-scripts/flow DESIGN_CONFIG=/design/flow/config.mk WORK_HOME=/design/flow/orfs finish

==> Slide: Implementation Results <==
Key Metrics from the Run

Drt
  • Pre-antenna DRT Iters: 3
  • Drt total wl: 789 µm
  • Iter 0 DRT Violations: 12
  • DRC Markers: 0
  • Post-route antenna net violation count: 0
  • Ant. Diodes: 0
  • Routed wire length per instance: between 7 and 8 µm
  • Post-DR vias/cell: 2.82
  • Via count: around 280

Die
  • Chip area: ~6400 µm²
  • IO Pins: 11
  • Core Area: between 3000 and 4000 µm²
  • Die width: approximately 80 µm
  • Fp_density: 6.15%
  • Row count: 21
  • Die Y: approximately 80 µm

Synthesis
  • Most instantiated library cell after synthesis: o21ai_0
  • Top cells by count: o21ai_0 (6), ha_1 (5), nor2_1 (5), nand2b_1 (4), inv_1 (3)
  • Yosys stat area: 210 µm²
  • Syn Inst Count: 33
  • Mean instance size in the synthesized netlist: 6.37 µm²
  • Cell Type Count: 13
  • Max-area cell share: 29.8%
  • Synth area leader: ha_1
  • Synth Warn #: 1
  • Largest cells by area: ha_1 (30%), o21ai_0 (14%), nand2b_1 (12%), nor2_1 (8.9%), buf_6 (5.4%)
  • Post-Syn Area: approximately 210 µm²
  • Yosys cell count: 33
  • Sequential fraction of the synthesis area: 0%

Worst setup path
  • Crit path cell chain: buf_6 > buf_6 > or2b_1 > buf_6 > a21oi_4 > a31oi_1 > buf_2
  • Critical-path maximum fanout: 4
  • CP Capture Type: primary output
  • Slowest-stage cell, CP: or2b_1
  • Worst Setup Start Kind: input port
  • Worst stage delay on the critical path: between 0.2 and 0.25 ns
  • Crit path top cell by count: buf_6
  • Critical path class: input port to primary output
  • Worst EP required: ~0.8 ns
  • Worst EP arrival: around 1.1 ns

Hold path
  • Worst Hold Endpoint: seg[4]
  • WHS Path Cells: 4
  • Hold_sp: bcd[2]
  • Worst hold path class: input port to primary output

Finish
  • Flop count: 0
  • Synth-to-layout area growth: 142%
  • Storage element area: 0 µm²
  • Logic cell area: between 200 and 300 µm²
  • Final instance area: a little over 500 µm²
  • Fillers: 392
  • Ratio of cells with drive above 1 in the final layout: between 60% and 70%
  • Post-Layout Cell Count: around 100
  • Clock buffers: 0

Place
  • Placed insts: around 95
  • Detail Placement HPWL: around 570 µm
  • GPL Wtd Cong: approximately 0.75
  • Dpl cell area: just over 400 µm²
  • I/O Buffers: 11
  • Place WS: -1.04 ns

Final timing
  • Relative max-transition margin: between 80% and 90%
  • Setup-failing EPs final: 7
  • Hold Fails Final Rpt: 0
  • Worst-Margin Slew: about 0.28 ns
  • Cycle use final: 132%
  • F_max: approximately 760 MHz
  • Setup ws final: -0.319 ns
  • Final Slew Violations: 0
  • RSZ-0062 raised after global routing: true
  • Fin crit period: approximately 1.3 ns

Power
  • Psw: 75.7 µW
  • Sequential power share: 0%
  • Peak supply drop: 0.0529 mV
  • Switching share of total power: between 40% and 50%
  • Tot Pwr: 181 µW
  • Internal: around 110 µW
  • Clk pwr share: 0%
  • P_leak: roughly 0.00022 µW
  • Pwr dens: between 300 and 400 nW/µm²
  • Logic pwr share: approximately 100%

Global routing
  • Vias in the first global route: 299
  • Gr ovfl total: 0
  • Largest net degree at the start of global routing: 11
  • Global-route wire length before repair: about 1400 µm
  • Initial antenna violation count: 0
  • Gr usage total: between 2 and 3%

Flow run
  • Tool warnings: 38
  • Max-cap check violation count: 0

Run status
  • Run status: finished with violations
  • Violated checks: negative setup slack

Clocking
  • Hold buffer count at cts: 0
==> worst max-delay path: cells and delay by family <==
| family | cells | cell delay [ns] |
|---|---|---|
| AND-OR/OR-AND | 2 | 0.20 |
| buffers and inverters | 4 | 0.47 |
| AND/OR/NAND/NOR | 1 | 0.24 |
==> placed cells by master (no fill, tap or decap) <==
cell,instances
ha_4,2
a21oi_2,1
or2b_1,1
nor2_1,4
or2_4,1
ha_1,2
buf_4,7
inv_2,2
dlygate4sd2_1,1
nand2_2,1
a21oi_1,1
buf_6,6
nand2b_1,2
o21ai_2,2
buf_8,1
inv_1,1
nand2b_4,2
a21oi_4,1
nor2_4,1
ha_2,1
o21ai_1,3
a31oi_1,1
nand2_1,1
buf_2,8
o21ai_0,1
==> layout make-up <==
cell class | count | share of cell area [%]
inverter | 3 | 2.21
multi-input combinational | 28 | 50.4
tap | 46 | 11.3
timing repair buffer | 23 | 36.1
==> power by group through the flow <==
stage         combinational (µW)  sequential [µW]  clock [µW]
CTS                          173                0           0
global route                 205                0           0
finish                       181                0           0
==> metrics by stage <==
stage	hold slack [ns]	util (%)	TNS, ns
detailed placement	1.56	12.1	-6.80
global route	0.876	14.9	-1.91
floorplan	0.488	-	0
global placement	1.58	12.1	-6.88
CTS	0.861	14.6	-1.65
finish	0.833	14.9	-1.53
==> routing by layer <==
| layer | vias to the layer above | wire, µm | global-route usage (%) | share of wire (%) |
|---|---|---|---|---|
| li1 | 150 | - | - | - |
| met1 | 126 | 387 | 3.76 | 49 |
| met2 | 6 | 371 | 4.41 | 47 |
| met3 | 0 | 29 | 0.227 | 3.7 |
| met4 | 0 | 0 | 0 | 0 |
| met5 | - | 0 | 0 | 0 |
==> worst max-delay path by stage <==
stage | from | endpoint | slack [ns]
CTS | bcd[0] | seg[3] | -0.34
global route | bcd[1] | seg[1] | -0.37
finish | bcd[1] | seg[3] | -0.32
==> timing repair <==
| action | CTS | global route |
|---|---|---|
| pin swaps | 10 | 5 |
| hold endpoints to repair | 0 | 0 |
| resized | 58 | 8 |
| setup buffers | 5 | 0 |
| setup endpoints to repair | 7 | 7 |
==> cells by family after synthesis <==
kind of cell / share of synthesized area [%]
adders and majority gates: 29.8
AOI/OAI and AO/OA: 26.2
buffers and inverters: 13.1
and+or+nand+nor: 31.0
Power and IR drop assume default switching activity.
